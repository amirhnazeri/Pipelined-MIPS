--- /design/flow/run.sh ---
#!/bin/bash
# OpenROAD 26Q1-2900-gdf79404cd8, Yosys 0.63+post, stock flow scripts
make -C /OpenROAD-flow-scripts/flow DESIGN_CONFIG=/design/flow/config.mk WORK_HOME=/design/flow/orfs finish
--- /design/flow/config.mk ---
export PLATFORM = sky130hd
export DESIGN_NAME = Stage3
export DESIGN_NICKNAME = Stage3
export VERILOG_FILES = /design/flow/design.v
export SDC_FILE = /design/flow/constraint.sdc
export NUM_CORES = 4
export LEC_CHECK = 1
export CORE_UTILIZATION = 30
--- /design/flow/constraint.sdc ---
current_design Stage3

set clk_period 1.0
set clk_io_pct 0.2

create_clock -name clk0 -period $clk_period [get_ports {clk}]

set non_clock_inputs [all_inputs -no_clocks]
set_input_delay [expr $clk_period * $clk_io_pct] -clock clk0 $non_clock_inputs
set_output_delay [expr $clk_period * $clk_io_pct] -clock clk0 [all_outputs]
--- /design/flow/design.v ---
`timescale 1ns/1ns
module Stage3(clk, rst, sigI, data2, data3, data4, data5, sigO, out2, out3, out4, out5);
   input clk, rst, data2;
   input[4:0] sigI;
   input[31:0] data3, data4;
   input[4:0] data5;
   output reg[4:0] sigO;
   output reg out2;
   output reg[31:0] out3, out4;
   output reg[4:0] out5;
   always@(posedge clk, posedge rst) begin
      if(rst) begin
         sigO <= 5'b0;
         out2 <= 1'b0;
         out3 <= 32'b0;
         out4 <= 32'b0;
         out5 <= 5'b0;
      end
      else begin
         sigO <= sigI;
         out2 <= data2;
         out3 <= data3;
         out4 <= data4;
         out5 <= data5;
      end
   end
endmodule
==> results_dict.tcl <==
# yosys + openroad results
set metrics [dict create \
    synthSimpleGateAreaFrac_pct 0 \
    setup_tns_ps -14.2 \
    postCtsHoldBufs 0 \
    crit_path_end_kind "output port" \
    tightestPinTransition_ps 154 \
    drc 0 \
    yosys.area_share.adder_pct 0 \
    largest_area_cell "dfrtp_1" \
    die_area_um2 6590 \
    diodes 0 \
    core_area_um2 5990 \
    ys_top_logic_family "buffers and inverters" \
    yosys_warnings 1 \
    peakVddDrop_mv 1.19 \
    dp_hpwl_um 3240 \
    synth_top_area_share_pct 99.8 \
    start_kind "flip-flop" \
    max-slew-margin-rel_pct 89.7 \
    ctsLongestPathBuffers 2 \
    ys_cells 76 \
    fp_util_pct 31.4 \
    drt_iter0_markers 22 \
    ys_types 2 \
    die_w_um 81.2 \
    area_growth_pct 78.1 \
    power_density_nw_per_um2 1730 \
    crit_family "flip-flops" \
    top_cells_by_count "dfrtp_1 (75), inv_1 (1)" \
    antenna_found_initial 0 \
    gp_congestion 0.747 \
    cp.required_ps 800 \
    hold_viol_final 0 \
    min_path_type "primary input to flip-flop" \
    slew_violations 0 \
    ant_nets 0 \
    status "complete, but fails checks" \
    io_pins 152 \
    crit_start "out3[16]$_DFF_PP0_" \
    via_per_inst 3.86 \
    logic_gates 0 \
    hold_start "data4[23]" \
    grt_setup_unrepaired "yes" \
    drive_above_1_share_pct 37.1 \
    cp_cell_sequence "buf_2" \
    clk_pin_slew_ps 70 \
    cp_max_fo 1 \
    top_cells_by_area "dfrtp_1 (100%), inv_1 (0.20%)" \
    async_reset_ff_share_pct 100 \
    edf_count 0 \
    place_area_um2 3550 \
    die_h_um 81.2 \
    cpPeakStageDelay_ps 370 \
    grt.overflow.total 0 \
    hold-worst-slack_ps 309 \
    cap_violations 0 \
    cts_resized 228 \
    syn_area_per_cell_um2 24.7 \
    ys_sh_mux_pct 0 \
    worstSetupPathType "flip-flop to output port" \
    synth_flops 75 \
    finalSetupViolations 2 \
    firstDrtPassIters 2 \
    cts.htree.levels 3 \
    violations "negative setup slack" \
    ys_area_um2 1880 \
    xor_share_pct 0 \
    grt_max_degree 30 \
    grt_pass1_wl_um 6170 \
    cts_buffers 9 \
    portBuffers 151 \
    cts.sinks 75 \
    yosys.cell_count.top_type "dfrtp_1" \
    synth-main-ff-cell "dfrtp_1" \
    cts_tree "yes" \
    row_count 28 \
    timing.final.crit_share_pct 101 \
    setup_ws_ps -7.15 \
    cts_setup_buffers 0 \
    p_leak_uw 0.00158 \
    wl_per_cell_um 13.1 \
    fmax_mhz 993 \
    syn_area_um2 1880 \
    cts_root_buf "clkbuf_8" \
    warning_count 28 \
    vias 1234 \
    comb_area_um2 0 \
    wirelength_um 4180 \
    grt.total_usage_pct 13.3 \
    netlist_instances 76 \
    crit_slowest_cell "dfrtp_1" \
    fin_area_um2 3350 \
    grt_pass1_vias 1303 \
    ys_seq_share_pct 99.8 \
    crit_arrival_ps 810 \
    compound_area_share_pct 0 \
    path_buffers 1 \
    fin_crit_ps 1010 \
]
## layout make-up
type	count	area, um2
fillers	486	2640
flip-flops and latches	75	1880
repair buffers	154	1200
clock buffers	12	135
well taps	75	93.8
clock inverters	3	40.0
inverters	1	7.51
## registers in the layout, indices dropped and copies added (netlist names)
signal,count
out2,1
out3,32
out4,32
out5,5
sigO,5
## stage by stage
step	cells	setup slack, ps	total power [uW]	utilization (%)
2_1_floorplan	76	-39.9	3280	-
3_3_place_gp	305	-2.41	3940	59.3
3_5_place_dp	305	-6.17	3940	59.3
4_1_cts	320	-40.8	5900	55.9
5_1_grt	320	-62.4	6090	55.9
6_report	320	-7.15	5780	55.9
## worst paths after layout
check	end	slack, ps	cells after the start
min in group asynchronous	out3[13]$_DFF_PP0_	320	3
min	out4[23]$_DFF_PP0_	310	1
max	out3[16]	-7	1
max in group asynchronous	out4[8]$_DFF_PP0_	510	3
## cells in the final DEF, fill, tap and decap left out, drive strengths merged
cell type / n
dfrtp: 75
buf: 78
clkinv: 2
clkinvlp: 1
clkbuf: 12
clkdlybuf4s50: 76
bufinv: 1
## metal layers
metal | wire length [um] | track usage, % | vias to the layer above
met1 | 1470 | 17.8 | 579
met5 | 0 | 0 | -
met4 | 77 | 3.04 | 0
met3 | 668 | 7.98 | 8
li1 | - | - | 559
met2 | 1960 | 19.2 | 88
## cell families after synthesis
logic type             after synthesis
buffers and inverters                1
DFF                                 75
## where the power goes
part | internal [uW] | switching [uW]
sequential | 3180 | 33.8
combinational | 376 | 119
clock | 1130 | 934
total | 4690 | 1090
Power and IR drop assume default switching activity.
