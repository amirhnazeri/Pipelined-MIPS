==> /design/flow/design.v <==
`timescale 1ns/1ns
module Stage2(clk, rst, sigI, data1, data2, data3, data4, data5, data6, data7, sigO, out1, out2, out3, out4, out5, out6, out7);
   input clk, rst;
   input[8:0] sigI;
   input[15:0] data1;
   input[31:0] data2, data3, data4;
   input[4:0] data5, data6, data7;
   output reg[8:0] sigO;
   output reg[15:0] out1;
   output reg[31:0] out2, out3, out4;
   output reg[4:0] out5, out6, out7;
   always@(posedge clk, posedge rst) begin
      if(rst) begin
         sigO <= 9'b0;
         out1 <= 16'b0;
         out2 <= 32'b0;
         out3 <= 32'b0;
         out4 <= 32'b0;
         out5 <= 5'b0;
         out6 <= 5'b0;
         out7 <= 5'b0;
      end
      else begin
         sigO <= sigI;
         out1 <= data1;
         out2 <= data2;
         out3 <= data3;
         out4 <= data4;
         out5 <= data5;
         out6 <= data6;
         out7 <= data7;
      end
   end
endmodule
==> /design/flow/run.sh <==
#!/bin/bash
# OpenROAD 26Q1-2900-gdf79404cd8, Yosys 0.63+post, stock flow scripts
make -C /OpenROAD-flow-scripts/flow DESIGN_CONFIG=/design/flow/config.mk WORK_HOME=/design/flow/orfs finish
==> /design/flow/config.mk <==
export PLATFORM = sky130hd
export DESIGN_NAME = Stage2
export DESIGN_NICKNAME = Stage2
export VERILOG_FILES = /design/flow/design.v
export SDC_FILE = /design/flow/constraint.sdc
export NUM_CORES = 4
export LEC_CHECK = 1
export CORE_AREA = 10 10 164 164
export DIE_AREA = 0 0 174 174
==> /design/flow/constraint.sdc <==
current_design Stage2

set clk_period 1.0
set clk_io_pct 0.2

create_clock -name clk0 -period $clk_period [get_ports {clk}]

set non_clock_inputs [all_inputs -no_clocks]
set_input_delay [expr $clk_period * $clk_io_pct] -clock clk0 $non_clock_inputs
set_output_delay [expr $clk_period * $clk_io_pct] -clock clk0 [all_outputs]
==> notes.md <==
Purpose: to document the outcome of synthesis and place and route.

Logic synthesis
The cell type that accounts for the most area after synthesis is sky130_fd_sc_hd__dfrtp_1. In the synthesized netlist the async set-or-reset flop fraction comes to 100.0%. Post-synthesis, Yosys gives the total cell area as 3407 µm². Ranked by total cell area, the synthesized netlist is headed by sky130_fd_sc_hd__dfrtp_1 (100%), sky130_fd_sc_hd__inv_1 (0.11%). In the Yosys report the total cell count is 137.

Counting flops and latches in the post-synthesis netlist gives 136. The portion of synthesized cell area occupied by the leading cell type is 99.89%. The most frequently used library cell after synthesis is sky130_fd_sc_hd__dfrtp_1. The dominant register cell is sky130_fd_sc_hd__dfrtp_1. Summing the sequential cell areas from Yosys gives 99.89% of the chip area. Averaged over all synthesized cells, the footprint is 24.87 µm². The number of warnings issued by yosys is 1. The synthesized cell area is 3407 µm². For reference, the top cells by count after synthesis are sky130_fd_sc_hd__dfrtp_1 (136), sky130_fd_sc_hd__inv_1 (1).

The cell count after synthesis is 137. The number of synthesized flops with an enable pin is 0. The distinct cell type count after synthesis is 2.

Finish
In the final layout, the share of cells above drive strength 1 is 38.89%. The synthesis-to-layout area growth is 92.62%. The final report gives the core utilization as 28.04%. The count of fill cells added during filler insertion is 2404.

Summing all multi-input logic gate instances after layout gives 0 µm². The combined flip-flop and latch cell area is 3403 µm². The multi-input combinational cell count is 0.

Critical path
For reference, the critical path cell chain is buf_2. STA classifies the critical path endpoint as a primary output. The slowest library cell on the worst path is sky130_fd_sc_hd__dfrtp_1. The script reports the combined buffer and inverter count of the critical path as 1. The largest delay contributor family on the critical path is flip-flops. The required time at the worst-slack endpoint is 0.80 ns. In this design, the stage delay of the slowest critical-path cell is 0.37 ns. The nature of the critical path startpoint is a register. STA lists the maximum fanout along the critical path as 1. The data arrival time of the critical path is 0.90 ns. By startpoint and endpoint, the worst setup path is classified as reg2out.

GRT
The via count of the first global-routing pass is 2655. The total global-route track usage is 7.327%. The number of antenna violations at the first check in global routing is 0. The first-pass GRT wire length is 17010 µm. The global-route congestion overflow total is 0. Entering global routing, the biggest net connects 66 pins.

Pwr
In this run, flip-flops and latches consume 44.5% of the power. The power report puts the net switching power at 2.715 mW. Cell internal power was estimated by the tool at 10.41 mW. Of the total power, the clock network draws 48.5%.

Summed over all cells, the static leakage comes to 2.993 nW. The fraction of power spent switching nets is 20.69%. Looking at the VDD voltage map, the peak drop is 0.0008919 V. Of the total power, combinational logic draws 7.0%. The power density over cell area is 2000 nW/µm².

Die
Measured along the y axis, the die boundary spans 174 µm. The floorplan step records an initial core utilization of 14.56%. The row count is 56.

In this run the standard cell core region covers 23400 µm². Per the OpenROAD floorplan log, the area of the die is 30280 µm². The count of boundary I/O pins is 274. The die outline width is 174 µm.

Detailed routing
For this run, the script counts the antenna cells in the layout as 0. Using the TritonRoute via totals, the vias-per-cell ratio works out to 2.988. The total DRC errors in the routed layout is 0. The detailed-route wire length is 11110 µm.

TritonRoute output was used to compute an average wire per cell of 14.45 µm. The antenna violation net count after detailed routing is 0. The count of routing violations after the opening detailed-route iteration is 63. The detailed router placed 2298 vias in this run.

The number of detailed-routing iterations run before antenna repair is 3.

Placement
The HPWL after detailed placement is 9021 µm. Port buffering added 273 buffers. The placement summary gives the final routability congestion estimate as 0.7171.

Clock tree
Clock tree synthesis inserted a total of 17 buffers. Looking at the post-CTS report, the setup buffer insertion count equals 0. The master cell of the clock root buffer is sky130_fd_sc_hd__clkbuf_16.

The clock drives 136 sinks. TritonCTS built the clock tree. The maximum number of buffers from clock root to sink is 2. On the reported timing paths, the clock transition at the registers reads 0.06 ns.

The number of H-tree branching levels is 4. The hold buffer count at cts is 0.

STA
Setup repair after global routing could not meet its margin everywhere. The worst hold-check slack is 0.1972 ns. The final worst setup slack is -0.1012 ns. The fmax is 0.9081 GHz.

The relative max-transition margin is 76.96%. The final timing report lists a max-slew violation count of 0. The minimum clock period after layout is 1.101 ns. The final critical path takes up 110.1% of the cycle. The number of hold violations in the final report is 0. The transition time of the tightest slew-check pin is 0.3456 ns. The final report lists the setup-violating endpoint count as 136.

Flow run
The number of max-cap violations is 0. The number of warnings the tools reported is 28.

Min path
Checking hold timing, the worst path is listed with class in2async.

Status
The checks that failed: setup timing. The run finished, with violations left.
-- flip-flops by register name, summed over array words and instances (netlist names) --
signal  flops
out1       16
out6        5
out3       32
out4       32
out5        5
out7        5
sigO        9
out2       32
-- cell families after synthesis --
group | share of synthesized area (%)
buffers and inverters | 0.1101
flip-flops | 99.89
-- tightest hold or removal path, cell delays in order --
cell	delay (ns)
sky130_fd_sc_hd__clkdlybuf4s50_1	0.44
sky130_fd_sc_hd__clkinvlp_4	0.13
sky130_fd_sc_hd__buf_12	0.16
-- cells in the final DEF, fill, tap and decap left out --
| cell | count |
|---|---|
| sky130_fd_sc_hd__buf_12 | 3 |
| sky130_fd_sc_hd__clkinv_4 | 2 |
| sky130_fd_sc_hd__bufinv_16 | 3 |
| sky130_fd_sc_hd__buf_2 | 136 |
| sky130_fd_sc_hd__clkinvlp_4 | 4 |
| sky130_fd_sc_hd__clkbuf_1 | 2 |
| sky130_fd_sc_hd__clkdlybuf4s50_1 | 137 |
| sky130_fd_sc_hd__clkbuf_16 | 17 |
| sky130_fd_sc_hd__inv_6 | 4 |
| sky130_fd_sc_hd__dfrtp_1 | 136 |
| sky130_fd_sc_hd__buf_4 | 5 |
| sky130_fd_sc_hd__clkinv_2 | 1 |
-- final timing paths --
check	startpoint	endpoint	depth (start not counted)
worst min-delay path	rst	out4[13]	3
max in group asynchronous	rst	out7[0]	3
worst max-delay path	out7[2]	out7[2]	1
min in group clk0	data4[1]	out4[1]	1
-- per-layer routing --
metal,routed length [µm],track usage (%)
met5,0,0
met4,174,1.140
met3,1366,4.556
met2,5384,11.64
met1,4188,8.442
-- cell type report --
| type | instances | area share, % |
|---|---|---|
| repair buffers | 281 | 32.76 |
| inverters | 1 | 0.1144 |
| clock buffers | 19 | 6.597 |
| flip-flops and latches | 136 | 51.86 |
| well taps | 319 | 6.082 |
| clock inverters | 13 | 2.593 |
-- timing repair --
action	CTS	global route
setup endpoints to repair	136	136
gates resized	428	0
hold endpoints to repair	0	0
-- power groups by stage --
stage         combinational [mW]  clock, mW  sequential, mW
finish                     0.925       6.36            5.84
CTS                        0.962       6.62            5.84
global route                1.02       6.87            5.86
-- metrics by stage --
step / total power [mW] / cells / TNS, ns / area (µm²) / setup slack [ns]
finish: 13.13 / 769 / -9.745 / 6563 / -0.1012
global route: 13.76 / 769 / -17.59 / 6563 / -0.1595
CTS: 13.42 / 769 / -14.12 / 6563 / -0.1309
detailed placement: 7.184 / 737 / -0.08636 / 6640 / -0.03720
global placement: 7.170 / 737 / -0.07349 / 6640 / -0.05070
floorplan: 5.957 / 137 / -121.47 / 3411 / -0.8931
No activity file was given, so power comes from the tool's default toggle rates.
