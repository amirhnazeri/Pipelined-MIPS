<file path="flow/run.sh">
#!/bin/bash
# OpenROAD 26Q1-2900-gdf79404cd8, Yosys 0.63+post, stock flow scripts
make -C /OpenROAD-flow-scripts/flow DESIGN_CONFIG=/design/flow/config.mk WORK_HOME=/design/flow/orfs finish
</file>
<file path="flow/design.v">
`timescale 1ns/1ns
module ALU(aluControl, input1, input2, aluOUT, zero);
  input [2:0]aluControl;
  input signed [31:0] input1;
  input signed [31:0] input2;
  output reg [31:0] aluOUT;
  output reg zero;
  parameter[2:0] add_ = 0, sub_ = 1, and_ = 2, or_ = 3, lt_ = 4, xor_ = 5;
  always@(input1, input2, aluControl) begin
    case(aluControl)
    add_: aluOUT = input1 + input2;
    sub_: aluOUT = input1 - input2;
    and_: aluOUT = input1 & input2;
    or_: aluOUT = input1 | input2;
    lt_: aluOUT = (input1 < input2) ? {31'b0, 1'b1} : 32'b0;
    xor_: aluOUT = input1 ^ input2;
    default: aluOUT = input1;
    endcase
  end
  assign zero = !aluOUT? 1'b1 : 1'b0;
endmodule
</file>
<file path="flow/config.mk">
export PLATFORM = sky130hd
export DESIGN_NAME = ALU
export DESIGN_NICKNAME = ALU
export VERILOG_FILES = /design/flow/design.v
export SDC_FILE = /design/flow/constraint.sdc
export NUM_CORES = 4
export LEC_CHECK = 1
export CORE_UTILIZATION = 50
</file>
<file path="flow/constraint.sdc">
current_design ALU

set clk_period 19.4
set clk_io_pct 0.2

create_clock -name clk0 -period $clk_period

set non_clock_inputs [all_inputs -no_clocks]
set_input_delay [expr $clk_period * $clk_io_pct] -clock clk0 $non_clock_inputs
set_output_delay [expr $clk_period * $clk_io_pct] -clock clk0 [all_outputs]
</file>
==> job_summary.md <==
## Implementation flow summary

| Metric | Value |
|---|---|
| Status | finished clean |
| Worst Path Max Fanout | 5 |
| Setup_tns | 0 ns |
| First-pass GRT wire length | 35650 um |
| All-Layer GR Usage | 35.41% |
| Cell mode on critical path | clkdlybuf4s50_1 |
| HPWL after DPL | 16900 um |
| Inserted Diodes | 0 |
| Leakage | 3.145 nW |
| Layout cells sized above 1 | 3.725% |
| Clk_buf instances | 0 |
| CP max stage delay | 0.70 ns |
| Mux area share | 2.002% |
| Yosys Instances | 970 |
| Post-CTS Setup Repair Bufs | 0 |
| FILL cells | 1160 |
| Highest-delay cell along the critical path | o31ai_1 |
| Post-CTS sizing | 0 |
| OpenROAD warning count | 102 |
| Core area | 11960 um^2 |
| Std cell rows | 40 |
| Largest net degree at the start of global routing | 66 |
| Share of total power in the clock network | 0% |
| CP endpoint kind | output port |
| Final Power | 0.2143 mW |
| Hold Violations, Final | 0 |
| Placed cell area | 7126 um^2 |
| DR vias | 7485 |
| Vias per inst | 6.414 |
| VDD IR max | 16.38 uV |
| Vias in the first global route | 6792 |
| Basic Gates by Area | 25.45% |
| Fin Hold WS | 8.825 ns |
| Tmin final | 12.73 ns |
| Gate power share | 100.0% |
| Most frequent cells in the layout | 104 x inv_1, 104 x a21oi_1, 101 x ha_1, 97 x clkdlybuf4s50_1, 90 x nor2_1 |
| Internal | 0.08988 mW |
| Setup violators final | 0 |
| Fmax | 78.59 MHz |
| Comb area leader | AND-OR/OR-AND gates |
| Worst path arrival time | 8.85 ns |
| Crit share post-route | 65.59% |
| Maxcap violations | 0 |
| Slew @ Worst Pin | 0.8634 ns |
| Routed wire length | 22240 um |
| Yosys aoi share | 38.71% |
| Flops | 0 |
| RSZ-0062 raised after global routing | no |
| Total area of sequential cells | 0 um^2 |
| Mapped cell area | 6126 um^2 |
| Xor and xnor area share after synthesis | 2.002% |
| # hold bufs at CTS | 0 |
| Seq pwr share | 0% |
| Sw power | 0.1245 mW |
| Placer Congestion | 1.013 |
| Starting DRT DRC Count | 783 |
| Die Area | 12700 um^2 |
| Synth warnings | 2 |
| Routed WL per cell | 19.06 um |
| Critical path type | input port to output port |
| Final Max Slew Viols | 0 |
| Post-synth seq share | 0% |
| Syn avg cell area | 6.315 um^2 |
| Die H | 112.7 um |
| Antenna violations before repair | 0 |
| Yosys stat area | 6126 um^2 |
| Sw Ratio | 58.06% |
| Layout area overhead | 16.32% |
| IO Pins | 100 |
| Worst min path class | input port to output port |
| Dominant cells by area after synthesis | ha_1 21%, a21oi_1 8.5%, inv_1 6.4% |
| Cell Chain, Critical Path | clkdlybuf4s50_1 > ha_1 > fa_1 > a211oi_1 > o211ai_1 > nand4b_1 > a21oi_1 > o31ai_1 > xnor2_1 > o32ai_1 > o21a_1 > a221o_1 > or4b_1 > nor4_2 > clkdlybuf4s50_1 |
| Post-DRT Antenna Nets | 0 |
| Yosys top cell area share | 20.63% |
| Adder Area Share | 21.28% |
| First-pass DRT Iterations | 6 |
| Cells after Synth | 970 |
| Post-synthesis cell type count | 78 |
| Pre-Place Util | 51.21% |
| Critical Path RT | 15.52 ns |
| Die width | 112.7 um |
| Worst slew margin | 42.38% |
| Synth area leader | ha_1 |
| Gr ovfl total | 0 |
| PD cells | 30.08 nW/um^2 |
| Final Cell Area | 7126 um^2 |
| Remaining DRCs | 0 |
| Worst setup SP type | input port |
| Port Buffers | 100 |
==> worst paths after layout <==
| check | startpoint | endpoint | depth (start not counted) |
|---|---|---|---|
| max | input2[0] | zero | 15 |
| min | input1[26] | aluOUT[26] | 4 |
==> worst max-delay path: cells and delay by family <==
kind                     cells  cell delay, ns
AND-OR/OR-AND                7            2.12
AND/OR/NAND/NOR              3            1.03
XOR/XNOR                     1            0.19
buffers and inverters        2            0.95
adder cells (fa/ha/maj)      2            0.68
==> area by class of cell <==
class / instances / area (um^2) / share of cell area [%]
multi-input combinational: 804 / 5479 / 76.89
timing repair buffer: 111 / 1069 / 15.00
inverter: 105 / 394.1 / 5.531
tap: 147 / 183.9 / 2.581
==> synthesized netlist by cell type (4+ instances only) <==
cell type    n
a211oi_1    15
nor2b_1     12
a21o_1      13
nand3_1     22
o211a_1      5
and2_1       6
nand2_1     83
a31oi_1     23
o211ai_1    21
o22ai_1     10
o21ai_0     59
o31a_1       7
buf_2       13
or4_1        7
and3_1       9
o21a_1       6
nand4_1     13
mux2i_1     10
nor3_1      25
a221oi_1     5
or3_1        7
xnor2_1     13
or2_2        9
nor4_1      12
o21bai_1     5
ha_1       101
inv_1      104
clkbuf_1    39
o221ai_1     9
a211o_1      4
buf_1        8
a21oi_1    104
o31ai_1     20
nor2_1      90
nand2b_1     7
a311oi_1     8
==> metal layers <==
| layer | up-vias | track usage, % | wire [um] |
|---|---|---|---|
| met5 | - | 0 | 0 |
| met4 | 0 | 11.20 | 758 |
| met3 | 65 | 3.302 | 2234 |
| met2 | 403 | 53.79 | 9239 |
| met1 | 3351 | 52.64 | 10010 |
| li1 | 3666 | - | - |
==> per-stage QoR <==
stage,cells,setup slack [ns],utilization (%)
final,1167,6.675,59.57
after global routing,1167,6.323,59.57
after CTS,1167,6.690,59.57
after detailed placement,1167,6.697,59.57
after global placement,1167,6.727,59.57
after floorplan,970,8.133,-
==> cell families after synthesis <==
family / after synthesis
xor gates and xnor gates: 14
AOI/OAI and AO/OA: 359
adders and majority gates: 103
buffers and inverters: 166
and+or+nand+nor: 316
muxes: 12
==> power groups by stage <==
stage / clock, mW / combinational [mW] / sequential [mW]
after CTS: 0 / 0.210 / 0
after global routing: 0 / 0.234 / 0
final: 0 / 0.214 / 0
Power figures rest on the tool's default switching activity, not on a simulated workload.
